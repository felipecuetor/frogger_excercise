`design.v`:
```
module CONTROL_ENTRADAS(
	CLOCK_50,
	B_Left,
	B_Right,
	B_Up,
	B_Down,
	B_Start,
	B_RESET,
	LEFT,
	RIGHT,
	UP,
	DOWN,
	START,
	RESET
);
input 	CLOCK_50;
input    B_RESET;
input		B_Left;
input 	B_Right;
input		B_Up;
input		B_Down;
input    B_Start;
output	wire LEFT;
output	wire RIGHT;
output	wire UP;
output	wire DOWN;
output	wire START;
output	wire RESET;
wire  Left_w;
wire	Right_w;
wire	Up_w;
wire	Down_w;
wire	Start_w;
wire	RESET_W;
DeBounce DeBounce_1 (
	.D_CLOCK_50(CLOCK_50),
	.D_Reset(RESET_W),
	.D_Button_In(~B_Left),
	.D_Button_Out(Left_w)
);
DeBounce DeBounce_2 (
	.D_CLOCK_50(CLOCK_50),
	.D_Reset(RESET_W),
	.D_Button_In(~B_Right),
	.D_Button_Out(Right_w)
);
DeBounce DeBounce_3 (
	.D_CLOCK_50(CLOCK_50),
	.D_Reset(RESET_W),
	.D_Button_In(~B_Up),
	.D_Button_Out(Up_w)
);
DeBounce DeBounce_4 (
	.D_CLOCK_50(CLOCK_50),
	.D_Reset(RESET_W),
	.D_Button_In(~B_Down),
	.D_Button_Out(Down_w)
);
DeBounce DeBounce_5 (
	.D_CLOCK_50(CLOCK_50),
	.D_Reset(RESET_W),
	.D_Button_In(B_Start),
	.D_Button_Out(Start_w)
);
FILTRO FILTRO_0(
	.F_CLOCK_50(CLOCK_50),
	.F_RESET(RESET_W),
	.F_OUT(LEFT),
	.F_IN(Left_w)
);	
FILTRO FILTRO_1(
	.F_CLOCK_50(CLOCK_50),
	.F_RESET(RESET_W),
	.F_OUT(RIGHT),
	.F_IN(Right_w)
);
FILTRO FILTRO_2(
	.F_CLOCK_50(CLOCK_50),
	.F_RESET(RESET_W),
	.F_OUT(UP),
	.F_IN(Up_w)
);
FILTRO FILTRO_3(
	.F_CLOCK_50(CLOCK_50),
	.F_RESET(RESET_W),
	.F_OUT(DOWN),
	.F_IN(Down_w)
);
FILTRO FILTRO_4(
	.F_CLOCK_50(CLOCK_50),
	.F_RESET(RESET_W),
	.F_OUT(START),
	.F_IN(Start_w)
);
DeBounce DeBounce_0 (
	.D_CLOCK_50(CLOCK_50),
	.D_Reset(1'b0),
	.D_Button_In(~B_RESET),
	.D_Button_Out(RESET_W)
);
assign RESET= RESET_W;
endmodule
module  DeBounce
	(
		D_CLOCK_50, 
		D_Reset,
		D_Button_In,
		D_Button_Out
	);
	input 		D_CLOCK_50;
	input			D_Reset; 
	input			D_Button_In;			
	output reg 	D_Button_Out;		
	parameter N = 11 ;		 
	reg  [N-1 : 0]	q_reg;							 
	reg  [N-1 : 0]	q_next;
	reg DFF1, DFF2;									 
	wire q_add;											 
	wire q_reset;
	assign 	q_reset = (DFF1  ^ DFF2);		 
	assign  	q_add = ~(q_reg[N-1]);			 
	always @ ( q_reset, q_add, q_reg)
		begin
			case( {q_reset , q_add})
				2'b00 : q_next <= q_reg;						
				2'b01 : q_next <= q_reg + 1;
				default : q_next <= { N {1'b0} };
			endcase 	
		end
	always @ ( posedge D_CLOCK_50 )
		begin
			if(D_Reset ==  1'b1)
				begin
					DFF1 <= 1'b0;
					DFF2 <= 1'b0;
					q_reg <= { N {1'b0} };
				end
			else
				begin
					DFF1 <= D_Button_In;
					DFF2 <= DFF1;
					q_reg <= q_next;
				end
		end
	always @ ( posedge D_CLOCK_50 )
		begin
			if(q_reg[N-1] == 1'b1)
					D_Button_Out <= DFF2;
			else
					D_Button_Out <= D_Button_Out;
		end
	endmodule
module FILTRO (
	F_CLOCK_50,
	F_RESET,
	F_OUT,
	F_IN
);
	parameter St_Init   = 2'b00;
	parameter St_Wait	  = 2'b01;
	parameter St_Count1 = 2'b10;
	parameter St_Count2 = 2'b11;
	input			F_CLOCK_50;
	input			F_RESET;
	input 		F_IN;
	output reg	F_OUT;
reg [1:0] St_Register;
reg [1:0] St_Signal;
	always @(*)
	case (St_Register)
		St_Init: 	St_Signal = St_Wait;
		St_Wait: if (F_IN == 1'b1)
							St_Signal = St_Count1;
					  else St_Signal = St_Wait;  
		St_Count1: 	St_Signal = St_Count2;
		St_Count2: if (F_IN == 1'b0) 
							St_Signal = St_Wait;
					  else St_Signal = St_Count2;  
	default : St_Signal =  St_Init;
	endcase
	always @ ( posedge F_CLOCK_50 , posedge F_RESET)
		if (F_RESET==1)
			St_Register <= St_Init;
		else
			St_Register <= St_Signal;
	always @ (*)
		case (St_Register)
			St_Init   :  F_OUT = 1'b0;    
			St_Wait   :  F_OUT = 1'b0;    
			St_Count1 :  F_OUT = 1'b1;    
			St_Count2 :  F_OUT = 1'b0;    
			default:  F_OUT = 1'b0; 
		endcase
endmodule
```
`run.sh`:
```
#!/bin/bash
# OpenROAD 26Q1-2900-gdf79404cd8, Yosys 0.63+post, stock flow scripts
make -C /OpenROAD-flow-scripts/flow DESIGN_CONFIG=/design/flow/config.mk WORK_HOME=/design/flow/orfs finish
```
`constraint.sdc`:
```
current_design CONTROL_ENTRADAS

set clk_period 1.8
set clk_io_pct 0.2

create_clock -name clk0 -period $clk_period [get_ports {CLOCK_50}]

set non_clock_inputs [all_inputs -no_clocks]
set_input_delay [expr $clk_period * $clk_io_pct] -clock clk0 $non_clock_inputs
set_output_delay [expr $clk_period * $clk_io_pct] -clock clk0 [all_outputs]
```
`config.mk`:
```
export PLATFORM = sky130hd
export DESIGN_NAME = CONTROL_ENTRADAS
export DESIGN_NICKNAME = CONTROL_ENTRADAS
export VERILOG_FILES = /design/flow/design.v
export SDC_FILE = /design/flow/constraint.sdc
export NUM_CORES = 4
export LEC_CHECK = 1
export CORE_UTILIZATION = 50
```
==> metrics.yaml <==
power_frac_seq_pct: 61.7
cell_internal_pwr_w: 0.00301
syn_inst: 394
final_cell_mix: "dfxtp_1, a21oi_1, nor2_1"
dp_hpwl_um: 4200
layout-drive-gt1-share_pct: 11.1
cp-end-kind: "primary output"
numCtsBuffers: 9
min_period_over_period_pct: 96.1
r2r_start: "FILTRO_3.St_Register[0]$_DFF_PP1_"
slowest_stage: "dfstp_2"
worstPathCellList: "nor3_4 > buf_4 > dlygate4sd2_1"
critPathRequiredTime_ns: 1.44
core_um2: 7850
r2r_slack_ns: 0.13
clock_power_share_pct: 35.4
chip_area_um2: 8600
p_total_w: 0.00379
hold_path_startpoint: "DeBounce_0.DFF1$_DFF_P_"
max_stage_delay_ns: 0.61
period_needed_ns: 1.73
yosysWarningCount: 2
critPathBufInv: 2
finClkSkew_ns: 0.0101
crit_arrival_ns: 1.37
critical_path_class: "reg2out"
synthDistinctLibCells: 38
avgSynthCellArea_um2: 10.5
numPortBuffers: 12
p_switching_w: 0.000783
cp_max_fo: 5
drt_iter0_drc: 61
final_util_pct: 59.7
setup_viol: 0
timing.fmax_mhz: 578
rows: 32
ys_area_um2: 4120
ant_nets: 0
status: "finished, final reports clean"
drt_first_pass_iters: 4
die_w_um: 92.8
place_congestion: 0.766
chipHeight_um: 92.8
warnings: 26
crit_family: "flip-flops"
powerDensity_nw_per_um2: 808
core_util_floorplan_pct: 52.5
cts_buffer_depth: 2
ys_seq_share_pct: 54.7
track_usage_pct: 17.7
ys_cells: 394
area_growth_pct: 13.9
antenna_found_initial: 0
critPathLaunchType: "flop"
io_pins: 13
maxCapViolations: 0
clock_latency_ns: 0.35
cts-root-buf: "clkbuf_8"
crit_start: "FILTRO_3.St_Register[0]$_DFF_PP1_"
grt_pass1_wl_um: 11800
routed_via_density: 5.33
vias: 2841
combPwrFrac_pct: 2.9
insertedDiodeCount: 0
synth_flops: 100
stdcell_count: 533
regArea_um2: 2250
hold-worst-slack_ns: 0.368
synth_area_um2: 4120
grt_pass1_vias: 2545
drc_errors: 0
path_clk_slew_ns: 0.09
slew_viol_final: 0
p_leak_nw: 1.75
tritoncts: "done"
grt-ovfl-total: 0
wl_per_cell_um: 12.7
htreeDepth: 3
drt_wl_total_um: 6740
p_sw_share_pct: 20.6
grt_max_degree: 17
n_fill_cell: 654
place_inst: 500
hold_violations: 0
worstHoldPathType: "reg2reg"
final_common_cell: "dfxtp_1"
cts_sinks: 100
combGateArea_um2: 1810
vdd_ir_drop_max_mv: 0.532
==> power groups by stage <==
stage | Clock, W | Combinational, W | Sequential (W)
after global routing | 0.00149 | 0.000124 | 0.00235
final | 0.00134 | 0.000110 | 0.00234
after CTS | 0.00141 | 0.0000987 | 0.00234
==> through the flow <==
step	instance area [um2]	setup WS [ns]	TNS [ns]
final	4690	0.0698	0
after global routing	4690	-0.00601	-0.00830
after CTS	4610	-0.0599	-0.111
after detailed placement	4330	0.222	0
after global placement	4330	0.225	0
after floorplan	4120	0.0374	0
==> layout make-up <==
cell class / count / share of cell area (%)
Timing Repair Buffer: 32 / 5.79
Inverter: 12 / 0.961
Clock inverter: 3 / 0.827
Tap cell: 102 / 2.72
Clock buffer: 13 / 2.96
Multi-Input combinational cell: 271 / 38.7
Sequential cell: 100 / 48.1
==> per-layer routing <==
| layer | track usage (%) | wire length, um | vias to the layer above |
|---|---|---|---|
| met2 | 26.4 | 2770 | 39 |
| met5 | 0 | 0 | - |
| met4 | 1.54 | 70 | 0 |
| met3 | 4.26 | 261 | 5 |
| li1 | - | - | 1497 |
| met1 | 28.8 | 3650 | 1300 |
==> final timing paths <==
path | to | cells past startpoint
worst min-delay path | DeBounce_0.DFF2$_DFF_P_ | 0
worst max-delay path | START | 3
max in group asynchronous | FILTRO_3.St_Register[0]$_DFF_PP1_ | 3
min in group asynchronous | FILTRO_1.St_Register[1]$_DFF_PP0_ | 3
worst max register to register | FILTRO_4.St_Register[2]$_DFF_PP0_ | 9
worst min register to register | DeBounce_0.DFF2$_DFF_P_ | 0
==> cell families (layout without fill, tap and decap cells) <==
family	Yosys count	in the layout	share of synthesized area, %
AND-OR/OR-AND	71	71	10.3
XOR/XNOR	27	27	5.74
adder cells (fa/ha/maj)	6	6	1.82
buffers and inverters	23	60	2.40
flip-flops	100	100	54.7
multiplexers	9	9	2.19
other	1	1	0.0911
AND/OR/NAND/NOR	157	157	22.7
==> timing repair <==
action,in CTS,in global routing
gates resized,10,4
setup buffers,9,9
pin swaps,4,3
hold buffers,0,0
setup endpoints to repair,4,3
==> cell usage after synthesis, drive strengths merged <==
master	instances	area [um2]
nor4b	2	17.5
a21o	5	37.5
and3	1	6.26
o31ai	12	90.1
nand4b	10	103
o21ai	14	70.1
buf	6	35.0
nor2	32	120
nor3	6	30.0
ha	6	75.1
or4	12	90.1
o31a	3	27.5
nor2b	9	56.3
clkbuf	5	18.8
xor2	17	149
dfrtp	15	375
and2	5	31.3
nand3	16	90.1
nor4	5	31.3
a21oi	34	170
or3	18	114
nand3b	11	108
conb	1	3.75
dfstp	1	26.3
inv	12	45.0
dfxtp	67	1340
xnor2	10	87.6
nand4	10	62.6
o21ba	3	30.0
edfxtp	17	510
mux2i	9	90.1
nand2	20	75.1
Power is estimated from default activity; no workload was simulated.
