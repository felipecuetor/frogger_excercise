File: flow/run.sh
#!/bin/bash
# OpenROAD 26Q1-2900-gdf79404cd8, Yosys 0.63+post, stock flow scripts
make -C /OpenROAD-flow-scripts/flow DESIGN_CONFIG=/design/flow/config.mk WORK_HOME=/design/flow/orfs finish
File: flow/config.mk
export PLATFORM = sky130hd
export DESIGN_NAME = PINTAR_MATRIZ
export DESIGN_NICKNAME = PINTAR_MATRIZ
export VERILOG_FILES = /design/flow/design.v
export SDC_FILE = /design/flow/constraint.sdc
export NUM_CORES = 4
export LEC_CHECK = 1
export CORE_AREA = 10 10 91 91
export DIE_AREA = 0 0 101 101
File: flow/constraint.sdc
current_design PINTAR_MATRIZ

set clk_period 3.3
set clk_io_pct 0.2

create_clock -name clk0 -period $clk_period

set non_clock_inputs [all_inputs -no_clocks]
set_input_delay [expr $clk_period * $clk_io_pct] -clock clk0 $non_clock_inputs
set_output_delay [expr $clk_period * $clk_io_pct] -clock clk0 [all_outputs]
File: flow/design.v
module PINTAR_DATA_DEMUX (
	PINTAR_DATA_DEMUX_7_OUT,
	PINTAR_DATA_DEMUX_6_OUT,
	PINTAR_DATA_DEMUX_5_OUT,
	PINTAR_DATA_DEMUX_4_OUT,
	PINTAR_DATA_DEMUX_3_OUT,
	PINTAR_DATA_DEMUX_2_OUT,
	PINTAR_DATA_DEMUX_1_OUT,
	PINTAR_DATA_DEMUX_0_OUT,
	PINTAR_DATA_DEMUX_ESTADO_IN
);
parameter DATAWIDTH_SELECTOR=3;
parameter DATAWIDTH_DATA=8;
parameter Inicio = 3'b000;
parameter GanarJuego = 3'b101;
parameter PerderJuego = 3'b110;
parameter Seleccion1 = 3'b001;
parameter Seleccion2 = 3'b010;
parameter Seleccion3= 3'b011;
parameter Seleccion4 = 3'b100;
parameter Juego = 3'b111;
parameter Finalizar = 3'b000;
	output reg [DATAWIDTH_DATA-1:0] PINTAR_DATA_DEMUX_7_OUT;
	output reg [DATAWIDTH_DATA-1:0] PINTAR_DATA_DEMUX_6_OUT;
	output reg [DATAWIDTH_DATA-1:0] PINTAR_DATA_DEMUX_5_OUT;
	output reg [DATAWIDTH_DATA-1:0] PINTAR_DATA_DEMUX_4_OUT;
	output reg [DATAWIDTH_DATA-1:0] PINTAR_DATA_DEMUX_3_OUT;
	output reg [DATAWIDTH_DATA-1:0] PINTAR_DATA_DEMUX_2_OUT;
	output reg [DATAWIDTH_DATA-1:0] PINTAR_DATA_DEMUX_1_OUT;
	output reg [DATAWIDTH_DATA-1:0] PINTAR_DATA_DEMUX_0_OUT;
	input [DATAWIDTH_SELECTOR-1:0] PINTAR_DATA_DEMUX_ESTADO_IN;
	always @(*)
		if (PINTAR_DATA_DEMUX_ESTADO_IN==Inicio)
			begin
				PINTAR_DATA_DEMUX_7_OUT = 8'b11111111;
				PINTAR_DATA_DEMUX_6_OUT = 8'b11111111;
				PINTAR_DATA_DEMUX_5_OUT = 8'b00011000;
				PINTAR_DATA_DEMUX_4_OUT = 8'b00011000;
				PINTAR_DATA_DEMUX_3_OUT = 8'b00011000;
				PINTAR_DATA_DEMUX_2_OUT = 8'b00011000;
				PINTAR_DATA_DEMUX_1_OUT = 8'b11111111;
				PINTAR_DATA_DEMUX_0_OUT = 8'b11111111;
			end
		else if (PINTAR_DATA_DEMUX_ESTADO_IN==GanarJuego)
			begin
				PINTAR_DATA_DEMUX_7_OUT = 8'b00000000;
				PINTAR_DATA_DEMUX_6_OUT = 8'b00000001;
				PINTAR_DATA_DEMUX_5_OUT = 8'b00000010;
				PINTAR_DATA_DEMUX_4_OUT = 8'b00000100;
				PINTAR_DATA_DEMUX_3_OUT = 8'b10001000;
				PINTAR_DATA_DEMUX_2_OUT = 8'b01010000;
				PINTAR_DATA_DEMUX_1_OUT = 8'b00100000;
				PINTAR_DATA_DEMUX_0_OUT = 8'b00000000;
			end
		else if (PINTAR_DATA_DEMUX_ESTADO_IN==PerderJuego)
			begin
				PINTAR_DATA_DEMUX_7_OUT = 8'b10000001;
				PINTAR_DATA_DEMUX_6_OUT = 8'b01000010;
				PINTAR_DATA_DEMUX_5_OUT = 8'b00100100;
				PINTAR_DATA_DEMUX_4_OUT = 8'b00011000;
				PINTAR_DATA_DEMUX_3_OUT = 8'b00011000;
				PINTAR_DATA_DEMUX_2_OUT = 8'b00100100;
				PINTAR_DATA_DEMUX_1_OUT = 8'b01000010;
				PINTAR_DATA_DEMUX_0_OUT = 8'b10000001;
			end
		else if (PINTAR_DATA_DEMUX_ESTADO_IN==Seleccion1)
			begin
				PINTAR_DATA_DEMUX_7_OUT = 8'b00001000;
				PINTAR_DATA_DEMUX_6_OUT = 8'b00011000;
				PINTAR_DATA_DEMUX_5_OUT = 8'b00001000;
				PINTAR_DATA_DEMUX_4_OUT = 8'b00001000;
				PINTAR_DATA_DEMUX_3_OUT = 8'b00001000;
				PINTAR_DATA_DEMUX_2_OUT = 8'b00001000;
				PINTAR_DATA_DEMUX_1_OUT = 8'b00001000;
				PINTAR_DATA_DEMUX_0_OUT = 8'b00011100;
			end
		else if (PINTAR_DATA_DEMUX_ESTADO_IN==Seleccion2)
			begin
				PINTAR_DATA_DEMUX_7_OUT = 8'b00111100;
				PINTAR_DATA_DEMUX_6_OUT = 8'b01000010;
				PINTAR_DATA_DEMUX_5_OUT = 8'b00000010;
				PINTAR_DATA_DEMUX_4_OUT = 8'b00000100;
				PINTAR_DATA_DEMUX_3_OUT = 8'b00001000;
				PINTAR_DATA_DEMUX_2_OUT = 8'b00010000;
				PINTAR_DATA_DEMUX_1_OUT = 8'b00100000;
				PINTAR_DATA_DEMUX_0_OUT = 8'b01111110;
			end
		else if (PINTAR_DATA_DEMUX_ESTADO_IN==Seleccion3)
			begin
				PINTAR_DATA_DEMUX_7_OUT = 8'b00111100;
				PINTAR_DATA_DEMUX_6_OUT = 8'b01000010;
				PINTAR_DATA_DEMUX_5_OUT = 8'b00000010;
				PINTAR_DATA_DEMUX_4_OUT = 8'b00011100;
				PINTAR_DATA_DEMUX_3_OUT = 8'b00000010;
				PINTAR_DATA_DEMUX_2_OUT = 8'b00000010;
				PINTAR_DATA_DEMUX_1_OUT = 8'b01000010;
				PINTAR_DATA_DEMUX_0_OUT = 8'b00111100;
			end
		else if (PINTAR_DATA_DEMUX_ESTADO_IN==Seleccion4)
			begin
				PINTAR_DATA_DEMUX_7_OUT = 8'b00000100;
				PINTAR_DATA_DEMUX_6_OUT = 8'b00001100;
				PINTAR_DATA_DEMUX_5_OUT = 8'b00010100;
				PINTAR_DATA_DEMUX_4_OUT = 8'b00100100;
				PINTAR_DATA_DEMUX_3_OUT = 8'b01111110;
				PINTAR_DATA_DEMUX_2_OUT = 8'b00000100;
				PINTAR_DATA_DEMUX_1_OUT = 8'b00000100;
				PINTAR_DATA_DEMUX_0_OUT = 8'b00000100;
			end
		else if (PINTAR_DATA_DEMUX_ESTADO_IN==Juego)
			begin
				PINTAR_DATA_DEMUX_7_OUT = 8'b00000000;
				PINTAR_DATA_DEMUX_6_OUT = 8'b00000000;
				PINTAR_DATA_DEMUX_5_OUT = 8'b00000000;
				PINTAR_DATA_DEMUX_4_OUT = 8'b00000000;
				PINTAR_DATA_DEMUX_3_OUT = 8'b00000000;
				PINTAR_DATA_DEMUX_2_OUT = 8'b00000000;
				PINTAR_DATA_DEMUX_1_OUT = 8'b00000000;
				PINTAR_DATA_DEMUX_0_OUT = 8'b00000000;
			end
			else
				begin
					PINTAR_DATA_DEMUX_7_OUT = 8'b00000000;
					PINTAR_DATA_DEMUX_6_OUT = 8'b00000000;
					PINTAR_DATA_DEMUX_5_OUT = 8'b00000000;
					PINTAR_DATA_DEMUX_4_OUT = 8'b00000000;
					PINTAR_DATA_DEMUX_3_OUT = 8'b00000000;
					PINTAR_DATA_DEMUX_2_OUT = 8'b00000000;
					PINTAR_DATA_DEMUX_1_OUT = 8'b00000000;
					PINTAR_DATA_DEMUX_0_OUT = 8'b00000000;
				end
endmodule
module  PINTAR_MATRIZ (
	PINTAR_7_OUT,
	PINTAR_6_OUT,
	PINTAR_5_OUT,
	PINTAR_4_OUT,
	PINTAR_3_OUT,
	PINTAR_2_OUT,
	PINTAR_1_OUT,
	PINTAR_0_OUT,
	PINTAR_J7_IN,
	PINTAR_J6_IN,
	PINTAR_J5_IN,
	PINTAR_J4_IN,
	PINTAR_J3_IN,
	PINTAR_J2_IN,
	PINTAR_J1_IN,
	PINTAR_J0_IN,
	PINTAR_MENU_PRINCIPAL_ESTADO_IN,
);
	parameter DATAWIDTH_BUS = 8;
	parameter DATAWIDTH_SELECTOR=3;
	parameter DATAWIDTH_ESTADO=3;
	parameter Inicio = 3'b000;
	parameter GanarJuego = 3'b101;
	parameter PerderJuego = 3'b110;
	parameter Seleccion1 = 3'b001;
	parameter Seleccion2 = 3'b010;
	parameter Seleccion3= 3'b011;
	parameter Seleccion4 = 3'b100;
	parameter Juego = 3'b111;
	parameter Finalizar = 3'b000;
	input [DATAWIDTH_BUS-1:0]  PINTAR_J7_IN;
	input [DATAWIDTH_BUS-1:0]  PINTAR_J6_IN;
	input [DATAWIDTH_BUS-1:0]  PINTAR_J5_IN;
	input [DATAWIDTH_BUS-1:0]  PINTAR_J4_IN;
	input [DATAWIDTH_BUS-1:0]  PINTAR_J3_IN;
	input [DATAWIDTH_BUS-1:0]  PINTAR_J2_IN;
	input [DATAWIDTH_BUS-1:0]  PINTAR_J1_IN;
	input [DATAWIDTH_BUS-1:0]  PINTAR_J0_IN;
	input [DATAWIDTH_ESTADO-1:0]  PINTAR_MENU_PRINCIPAL_ESTADO_IN;
	output [DATAWIDTH_BUS-1:0]  PINTAR_7_OUT;
	output [DATAWIDTH_BUS-1:0]  PINTAR_6_OUT;
	output [DATAWIDTH_BUS-1:0]  PINTAR_5_OUT;
	output [DATAWIDTH_BUS-1:0]  PINTAR_4_OUT;
	output [DATAWIDTH_BUS-1:0]  PINTAR_3_OUT;
	output [DATAWIDTH_BUS-1:0]  PINTAR_2_OUT;
	output [DATAWIDTH_BUS-1:0]  PINTAR_1_OUT;
	output [DATAWIDTH_BUS-1:0]  PINTAR_0_OUT;
	wire [DATAWIDTH_BUS-1:0] PINTAR_DATA_7;
	wire [DATAWIDTH_BUS-1:0] PINTAR_DATA_6;
	wire [DATAWIDTH_BUS-1:0] PINTAR_DATA_5;
	wire [DATAWIDTH_BUS-1:0] PINTAR_DATA_4;
	wire [DATAWIDTH_BUS-1:0] PINTAR_DATA_3;
	wire [DATAWIDTH_BUS-1:0] PINTAR_DATA_2;
	wire [DATAWIDTH_BUS-1:0] PINTAR_DATA_1;
	wire [DATAWIDTH_BUS-1:0] PINTAR_DATA_0;
PINTAR_DATA_DEMUX 
PINTAR_DATA_DEMUX_u1
(
	.PINTAR_DATA_DEMUX_7_OUT(PINTAR_DATA_7),
	.PINTAR_DATA_DEMUX_6_OUT(PINTAR_DATA_6),
	.PINTAR_DATA_DEMUX_5_OUT(PINTAR_DATA_5),
	.PINTAR_DATA_DEMUX_4_OUT(PINTAR_DATA_4),
	.PINTAR_DATA_DEMUX_3_OUT(PINTAR_DATA_3),
	.PINTAR_DATA_DEMUX_2_OUT(PINTAR_DATA_2),
	.PINTAR_DATA_DEMUX_1_OUT(PINTAR_DATA_1),
	.PINTAR_DATA_DEMUX_0_OUT(PINTAR_DATA_0),
	.PINTAR_DATA_DEMUX_ESTADO_IN(PINTAR_MENU_PRINCIPAL_ESTADO_IN)
);
generate
genvar i;
  for (i=0; i<8; i=i+1) 
  begin : PosY7
   assign PINTAR_7_OUT[i]= (PINTAR_J7_IN[i] & PINTAR_MENU_PRINCIPAL_ESTADO_IN[0] & PINTAR_MENU_PRINCIPAL_ESTADO_IN[1] & PINTAR_MENU_PRINCIPAL_ESTADO_IN[2])
				| PINTAR_DATA_7[i];
  end
endgenerate
generate
  for (i=0; i<8; i=i+1) 
  begin : PosY6
   assign PINTAR_6_OUT[i]= (PINTAR_J6_IN[i] & PINTAR_MENU_PRINCIPAL_ESTADO_IN[0] & PINTAR_MENU_PRINCIPAL_ESTADO_IN[1] & PINTAR_MENU_PRINCIPAL_ESTADO_IN[2])
				| PINTAR_DATA_6[i];
  end
endgenerate
generate
  for (i=0; i<8; i=i+1) 
  begin : PosY5
   assign PINTAR_5_OUT[i]= (PINTAR_J5_IN[i] & PINTAR_MENU_PRINCIPAL_ESTADO_IN[0] & PINTAR_MENU_PRINCIPAL_ESTADO_IN[1] & PINTAR_MENU_PRINCIPAL_ESTADO_IN[2])
				| PINTAR_DATA_5[i];
  end
endgenerate
generate
  for (i=0; i<8; i=i+1) 
  begin : PosY4
   assign PINTAR_4_OUT[i]= (PINTAR_J4_IN[i] & PINTAR_MENU_PRINCIPAL_ESTADO_IN[0] & PINTAR_MENU_PRINCIPAL_ESTADO_IN[1] & PINTAR_MENU_PRINCIPAL_ESTADO_IN[2])
				| PINTAR_DATA_4[i];
  end
endgenerate
generate
  for (i=0; i<8; i=i+1) 
  begin : PosY3
   assign PINTAR_3_OUT[i]= (PINTAR_J3_IN[i] & PINTAR_MENU_PRINCIPAL_ESTADO_IN[0] & PINTAR_MENU_PRINCIPAL_ESTADO_IN[1] & PINTAR_MENU_PRINCIPAL_ESTADO_IN[2])
				| PINTAR_DATA_3[i];
  end
endgenerate
generate
  for (i=0; i<8; i=i+1) 
  begin : PosY2
   assign PINTAR_2_OUT[i]= (PINTAR_J2_IN[i] & PINTAR_MENU_PRINCIPAL_ESTADO_IN[0] & PINTAR_MENU_PRINCIPAL_ESTADO_IN[1] & PINTAR_MENU_PRINCIPAL_ESTADO_IN[2])
				| PINTAR_DATA_2[i];
  end
endgenerate
generate
  for (i=0; i<8; i=i+1) 
  begin : PosY1
   assign PINTAR_1_OUT[i]= (PINTAR_J1_IN[i] & PINTAR_MENU_PRINCIPAL_ESTADO_IN[0] & PINTAR_MENU_PRINCIPAL_ESTADO_IN[1] & PINTAR_MENU_PRINCIPAL_ESTADO_IN[2])
				| PINTAR_DATA_1[i];
  end
endgenerate
generate
  for (i=0; i<8; i=i+1) 
  begin : PosY0
   assign PINTAR_0_OUT[i]= (PINTAR_J0_IN[i] & PINTAR_MENU_PRINCIPAL_ESTADO_IN[0] & PINTAR_MENU_PRINCIPAL_ESTADO_IN[1] & PINTAR_MENU_PRINCIPAL_ESTADO_IN[2])
				| PINTAR_DATA_0[i];
  end
endgenerate
endmodule
==> run notes <==
fresh numbers from the pnr run: post-CTS setup repair buffer count 0, FP Util approximately 13%, Slowest-stage cell, CP clkdlybuf4s50_1, WL/cell about 15 um, Iter 0 DRT Violations roughly 48, # clk buffers 0, largest net degree at the start of global routing around 44, aggregate routed wire length between 5 and 6 mm, Min-Delay Path Class in2out, area share, top type approximately 17%, Crit Path Category in2out, Rows 29, Yosys chip area roughly 800 um2, min Tclk post-route between 3000 and 4000 ps, flop count 0, Crit path arrival time 2470 ps, core area between 6000 and 7000 um2, met3 Usage GRT 4.23%, Top delay family on crit path buffers and inverters, HP Start PINTAR_J7_IN[3], Cell Chain, Critical Path clkdlybuf4s50_1 -> buf_4 -> o21ai_1 -> a22oi_1 -> clkdlybuf4s50_1, routing usage on met1 a little over a tenth, Hold EP PINTAR_7_OUT[3], status finished, final reports clean, Syn Inst Count between 100 and 150, Die Wd 101 um, Worst setup SP type input pin, placed cells between 300 and 400, CTS Hold Bufs 0, RSZ-0062 raised after global routing no, GR met2 Demand/Resource between 10% and 20%, All-Layer GR Usage between 8 and 9%, Max Transition Viols Final 0, Synth Area per Inst ~6.2 um2, GR Overflow Total 0, global placer's final weighted congestion 0.781, Filler Cell Count around 660, largest fanout on the critical path 14, VDD IR-drop max between 0.04 and 0.05 mV, vias per std cell a little over 4, f_max 319 MHz, final hold vios 0, P_leak 0.970 nW, relative slew slack between 60% and 70%, cell type with the largest total area a21o_1, Post-synth seq share 0%, initial antenna violation count 0, Sum Neg Setup Slack 0 ps, vias around 1300, DRC viols 0, hold depth 4, ys cells between 100 and 150, Synth Warn # 1, synth top area cells a21o_1 (17%), a21oi_1 (11%), nand2_1 (8.5%), Die Y 101 um, Top Usage Layer GRT met2, Area Growth Syn to Fin 171%, vias in the first global route approximately 1400, FF+latch area 0 um2, Critical Path RT roughly 2600 ps, top cells by count a21o_1 (18), a21oi_1 (18), nand2_1 (18), nor2_1 (10), o21ai_0 (9), antenna cell count 0, dpl hpwl 4.21 mm, CP max stage delay about 740 ps, Crit. End Element output port, Cell variety after synth 32, Port Buffers ~130, DR pass1 iterations 4, Max-cap violations 0, fin util about a third, power per cell area about 120 nW/um2, tool warnings 32, final worst path period share a little over nine tenths, crit path buf inv count 3, share of layout cells above drive strength 1 9.09%, post-CTS resize count 0, IO Count ~130, number of nets still failing antenna checks after routing 0, Critical Path Most Common Cell clkdlybuf4s50_1, non-filler cells, final about 330, synthesized cell area 795 um2, Setup Viol. Count Final 0, Chip Area a little over 10000 um2, global-route wire length before repair 7.53 mm, pin slew with the least headroom to its limit between 400 and 500 ps, Overall Power about 0.00026 W
## worst min-delay path, cell delays in order
cell,delay [ps]
clkdlybuf4s50_1,400
nand2_1,60
nand2_1,40
clkdlybuf4s50_1,400
## per-layer routing
layer  share of wire, %  vias up
li1                   -      692
met1                 39      580
met2                 49       59
met3                 12        0
met4                  0        0
met5                  0        -
## layout make-up
cell class         count  area [um2]  area share (%)
inverters              7        26.3            1.22
multi-input cells    110         658            30.5
well taps             77        96.3            4.47
repair buffers       136        1370            63.8
## cells by family after synthesis
kind of cell           Yosys count  synth area share [%]
buffers and inverters           19                  17.2
AOI/OAI and AO/OA               56                  43.6
muxes                            1                  1.26
and+or+nand+nor                 53                  38.0
## power by group
group / switching (W) / internal, W / total [W]
Sequential: 0 / 0 / 0
Combinational: 0.0000746 / 0.000185 / 0.000259
Clock: 0 / 0 / 0
Total: 0.0000746 / 0.000185 / 0.000259
## per-stage QoR
step                      cell area, um2  setup WS (ps)  hold slack [ps]
after floorplan                      795           1410             1380
after global placement              2150            181             2220
after detailed placement            2150            146             2220
after CTS                           2150            139             2230
after global routing                2150           26.3             2260
final                               2150            167             2220
## cell usage in the layout (no fill, tap or decap)
cell type,count
a21boi_0,2
a21boi_2,1
a21o_1,18
a21oi_1,18
a22o_1,1
a22oi_1,1
a2bb2oi_1,1
and2_4,1
and3_1,3
and3_2,7
buf_12,2
buf_4,3
clkdlybuf4s50_1,131
inv_1,5
inv_2,2
mux2i_1,1
nand2_1,18
nand2_2,1
nand2_4,1
nand2b_1,1
nand3b_1,1
nor2_1,10
nor2_2,1
nor2_8,1
nor2b_1,5
nor3_2,1
o21ai_0,9
o21ai_1,5
or2_2,1
or3_4,1
## worst max path at each step
stage | start | end | slack (ps) | depth (start not counted)
4_1_cts | PINTAR_MENU_PRINCIPAL_ESTADO_IN[1] | PINTAR_3_OUT[5] | 140 | 5
5_1_grt | PINTAR_MENU_PRINCIPAL_ESTADO_IN[1] | PINTAR_3_OUT[5] | 30 | 5
6_report | PINTAR_MENU_PRINCIPAL_ESTADO_IN[1] | PINTAR_4_OUT[3] | 170 | 5
No activity file was given, so power comes from the tool's default toggle rates.
