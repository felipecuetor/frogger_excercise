==> flow/design.v <==
module CODE38X (
	CODE38X_Data_Out,
	CODE38X_Select_In,
);
parameter DATAWIDTH_SELECTOR=3;
parameter DATAWIDTH_DATA=8;
	output [DATAWIDTH_DATA-1:0] CODE38X_Data_Out;
	input  [DATAWIDTH_SELECTOR-1:0] CODE38X_Select_In;
 assign CODE38X_Data_Out=(CODE38X_Select_In == 3'b000)?8'b10000000:
			 (CODE38X_Select_In == 3'b001)?8'b01000000:
	       (CODE38X_Select_In == 3'b010)?8'b00100000:
	       (CODE38X_Select_In == 3'b011)?8'b00010000:
	       (CODE38X_Select_In == 3'b100)?8'b00001000:
	       (CODE38X_Select_In == 3'b101)?8'b00000100:
	       (CODE38X_Select_In == 3'b110)?8'b00000010:
			 (CODE38X_Select_In == 3'b111)?8'b00000001:
			 8'h00;
endmodule
module CODE38Y (
	CODE38Y_Data_Out,
	CODE38Y_Select_In,
);
parameter DATAWIDTH_SELECTOR=3;
parameter DATAWIDTH_DATA=8;
	output [DATAWIDTH_DATA-1:0] CODE38Y_Data_Out;
	input  [DATAWIDTH_SELECTOR-1:0] CODE38Y_Select_In;
 assign CODE38Y_Data_Out=(CODE38Y_Select_In == 3'b000)?8'b00000001:
			 (CODE38Y_Select_In == 3'b001)?8'b00000010:
	       (CODE38Y_Select_In == 3'b010)?8'b00000100:
	       (CODE38Y_Select_In == 3'b011)?8'b00001000:
	       (CODE38Y_Select_In == 3'b100)?8'b00010000:
	       (CODE38Y_Select_In == 3'b101)?8'b00100000:
	       (CODE38Y_Select_In == 3'b110)?8'b01000000:
			 (CODE38Y_Select_In == 3'b111)?8'b10000000:
			 8'h00;
endmodule
module  RANA (
    RANA_7_OUT,
	 RANA_6_OUT,
	 RANA_5_OUT,
	 RANA_4_OUT,
	 RANA_3_OUT,
	 RANA_2_OUT,
	 RANA_1_OUT,
	 RANA_0_OUT,
	 PXRANA_OUT,
	 PYRANA_OUT,
	 RANA_CLOCK,
	 RANA_RESET,
	 RANA_INI,
	 RANA_LEFT,
	 RANA_RIGHT,
	 RANA_UP,
	 RANA_DOWN,
	 VEH7_IN,
	 VEH6_IN,
	 VEH5_IN,
	 VEH4_IN,
	 VEH3_IN,
	 VEH2_IN,
	 VEH1_IN
);
	parameter DATAWIDTH_BUS = 8;
	parameter DATAWIDTH_SELECTOR=3;
	output [DATAWIDTH_BUS-1:0]  RANA_7_OUT;
	output [DATAWIDTH_BUS-1:0]  RANA_6_OUT;
	output [DATAWIDTH_BUS-1:0]  RANA_5_OUT;
	output [DATAWIDTH_BUS-1:0]  RANA_4_OUT;
	output [DATAWIDTH_BUS-1:0]  RANA_3_OUT;
	output [DATAWIDTH_BUS-1:0]  RANA_2_OUT;
	output [DATAWIDTH_BUS-1:0]  RANA_1_OUT;
	output [DATAWIDTH_BUS-1:0]  RANA_0_OUT;
	output [DATAWIDTH_SELECTOR-1:0]  PXRANA_OUT;
	output [DATAWIDTH_SELECTOR-1:0]  PYRANA_OUT;
	input	  RANA_CLOCK;
	input	  RANA_RESET;
	input   RANA_INI;
	input   RANA_LEFT;
	input   RANA_RIGHT;
	input   RANA_UP;
	input   RANA_DOWN;
	input [DATAWIDTH_BUS-1:0]  VEH7_IN;
	input [DATAWIDTH_BUS-1:0]  VEH6_IN;
	input [DATAWIDTH_BUS-1:0]  VEH5_IN;
	input [DATAWIDTH_BUS-1:0]  VEH4_IN;
	input [DATAWIDTH_BUS-1:0]  VEH3_IN;
	input [DATAWIDTH_BUS-1:0]  VEH2_IN;
	input [DATAWIDTH_BUS-1:0]  VEH1_IN;
	wire [DATAWIDTH_BUS-1:0] RANA_DATAX;
	wire [DATAWIDTH_BUS-1:0] RANA_DATAY;
	wire [DATAWIDTH_SELECTOR-1:0] RANA_SELECTY;
	wire [DATAWIDTH_SELECTOR-1:0] RANA_SELECTX;
SC_STATEMACHINE_FROG_MOV
SC_STATEMACHINE_FROG_MOV_u0(
	.SC_STATEMACHINE_FROG_MOV( RANA_SELECTX),
	.SC_STATEMACHINE_FROG_MOV_AVANZAR(RANA_RIGHT),
	.SC_STATEMACHINE_FROG_MOV_RETROCEDER(RANA_LEFT),
	.SC_STATEMACHINE_FROG_MOV_INI(RANA_INI),
	.SC_STATEMACHINE_FROG_MOV_CLOCK_50( RANA_CLOCK),
	.SC_STATEMACHINE_FROG_MOV_RESET( RANA_RESET)
);
SC_STATEMACHINE_FROG_MOV
SC_STATEMACHINE_FROG_MOV_u1(
	.SC_STATEMACHINE_FROG_MOV( RANA_SELECTY),
	.SC_STATEMACHINE_FROG_MOV_AVANZAR(RANA_DOWN),
	.SC_STATEMACHINE_FROG_MOV_RETROCEDER(RANA_UP),
	.SC_STATEMACHINE_FROG_MOV_INI( RANA_INI),
	.SC_STATEMACHINE_FROG_MOV_CLOCK_50( RANA_CLOCK),
	.SC_STATEMACHINE_FROG_MOV_RESET( RANA_RESET)
);
 CODE38X CODE38X_u0(
	.CODE38X_Data_Out( RANA_DATAX),
	.CODE38X_Select_In( RANA_SELECTX)
);
CODE38Y CODE38Y_u0(
	.CODE38Y_Data_Out( RANA_DATAY),
	.CODE38Y_Select_In( RANA_SELECTY)
);
assign RANA_7_OUT=VEH7_IN;
generate
genvar x;
  for (x=0; x<8; x=x+1) 
  begin : PosY6
   assign RANA_6_OUT[x]= (RANA_DATAX[x]& RANA_DATAY[6])|(VEH6_IN[x]);
  end
endgenerate
generate
  for (x=0; x<8; x=x+1) 
  begin : PosY5
   assign RANA_5_OUT[x]= (RANA_DATAX[x]& RANA_DATAY[5])|(VEH5_IN[x]);
  end
endgenerate
generate
  for (x=0; x<8; x=x+1) 
  begin : PosY4
   assign RANA_4_OUT[x]= (RANA_DATAX[x]& RANA_DATAY[4])|(VEH4_IN[x]);
  end
endgenerate
generate
  for (x=0; x<8; x=x+1) 
  begin : PosY3
   assign RANA_3_OUT[x]= (RANA_DATAX[x]& RANA_DATAY[3])|(VEH3_IN[x]);
  end
endgenerate
generate
  for (x=0; x<8; x=x+1) 
  begin : PosY2
   assign RANA_2_OUT[x]= (RANA_DATAX[x]& RANA_DATAY[2])|(VEH2_IN[x]);
  end
endgenerate
generate
  for (x=0; x<8; x=x+1) 
  begin : PosY1
   assign RANA_1_OUT[x]= (RANA_DATAX[x]& RANA_DATAY[1])|(VEH1_IN[x]);
  end
endgenerate
generate
  for (x=0; x<8; x=x+1) 
  begin : PosY0
   assign RANA_0_OUT[x]= (RANA_DATAX[x]& RANA_DATAY[0]);
  end
endgenerate
  assign PXRANA_OUT = RANA_SELECTX;
  assign PYRANA_OUT = RANA_SELECTY;
endmodule
module SC_STATEMACHINE_FROG_MOV (
	SC_STATEMACHINE_FROG_MOV,
	SC_STATEMACHINE_FROG_MOV_AVANZAR,
	SC_STATEMACHINE_FROG_MOV_RETROCEDER,
	SC_STATEMACHINE_FROG_MOV_INI,
	SC_STATEMACHINE_FROG_MOV_CLOCK_50,
	SC_STATEMACHINE_FROG_MOV_RESET
);
	parameter Posicion0 = 3'b000;
	parameter Posicion1 = 3'b001;
	parameter Posicion2 = 3'b010;
	parameter Posicion3 = 3'b011;
	parameter Posicion4 = 3'b100;
	parameter Posicion5 = 3'b101;
	parameter Posicion6 = 3'b110;
	parameter Posicion7 = 3'b111;
	parameter DATAWIDTH_POS=3;
	output reg [DATAWIDTH_POS-1:0] SC_STATEMACHINE_FROG_MOV;
	input SC_STATEMACHINE_FROG_MOV_AVANZAR;
	input SC_STATEMACHINE_FROG_MOV_RETROCEDER;
	input SC_STATEMACHINE_FROG_MOV_INI;
	input SC_STATEMACHINE_FROG_MOV_CLOCK_50;
	input	SC_STATEMACHINE_FROG_MOV_RESET;
reg [2:0] St_Register;
reg [2:0] St_Signal;
	always @(*)
	case (St_Register)
		Posicion0: if(SC_STATEMACHINE_FROG_MOV_AVANZAR == 1'b1)
						  St_Signal =  Posicion1;
					  else St_Signal = Posicion0;  
		Posicion1: if (SC_STATEMACHINE_FROG_MOV_INI == 1'b1)
						  St_Signal =  Posicion0;
					  else if(SC_STATEMACHINE_FROG_MOV_AVANZAR == 1'b1)
						  St_Signal =  Posicion2;
					  else if(SC_STATEMACHINE_FROG_MOV_RETROCEDER == 1'b1)
						  St_Signal =  Posicion0;
					  else St_Signal = Posicion1;  
		Posicion2: if (SC_STATEMACHINE_FROG_MOV_INI == 1'b1)
						  St_Signal =  Posicion0;
					  else if(SC_STATEMACHINE_FROG_MOV_AVANZAR == 1'b1)
						  St_Signal =  Posicion3;
					  else if(SC_STATEMACHINE_FROG_MOV_RETROCEDER == 1'b1)
						  St_Signal =  Posicion1;
					  else St_Signal = Posicion2;  
		Posicion3: if (SC_STATEMACHINE_FROG_MOV_INI == 1'b1)
						  St_Signal =  Posicion0;
					  else if(SC_STATEMACHINE_FROG_MOV_AVANZAR == 1'b1)
						  St_Signal =  Posicion4;
					  else if(SC_STATEMACHINE_FROG_MOV_RETROCEDER == 1'b1)
						  St_Signal =  Posicion2;
					  else St_Signal = Posicion3;  
		Posicion4: if (SC_STATEMACHINE_FROG_MOV_INI == 1'b1)
						  St_Signal =  Posicion0;
					  else if(SC_STATEMACHINE_FROG_MOV_AVANZAR == 1'b1)
						  St_Signal =  Posicion5;
					  else if(SC_STATEMACHINE_FROG_MOV_RETROCEDER == 1'b1)
						  St_Signal =  Posicion3;
					  else St_Signal = Posicion4;  
		Posicion5: if (SC_STATEMACHINE_FROG_MOV_INI == 1'b1)
						  St_Signal =  Posicion0;
					  else if(SC_STATEMACHINE_FROG_MOV_AVANZAR == 1'b1)
						  St_Signal =  Posicion6;
					  else if(SC_STATEMACHINE_FROG_MOV_RETROCEDER == 1'b1)
						  St_Signal =  Posicion4;
					  else St_Signal = Posicion5;  
		Posicion6: if (SC_STATEMACHINE_FROG_MOV_INI == 1'b1)
						  St_Signal =  Posicion0;
					  else if(SC_STATEMACHINE_FROG_MOV_AVANZAR == 1'b1)
						  St_Signal =  Posicion7;
					  else if(SC_STATEMACHINE_FROG_MOV_RETROCEDER == 1'b1)
						  St_Signal =  Posicion5;
					  else St_Signal = Posicion6;  
		Posicion7: if (SC_STATEMACHINE_FROG_MOV_INI == 1'b1)
						  St_Signal =  Posicion0;
					  else if(SC_STATEMACHINE_FROG_MOV_RETROCEDER == 1'b1)
						  St_Signal =  Posicion6;
					  else St_Signal = Posicion7;  
	default : St_Signal =  Posicion0;
	endcase
	always @ ( posedge SC_STATEMACHINE_FROG_MOV_CLOCK_50 , posedge SC_STATEMACHINE_FROG_MOV_RESET)
		if (SC_STATEMACHINE_FROG_MOV_RESET==1)
			St_Register <= Posicion0;
		else
			St_Register <= St_Signal;
	always @ (*)
	SC_STATEMACHINE_FROG_MOV=St_Register;
endmodule
==> flow/run.sh <==
#!/bin/bash
# OpenROAD 26Q1-2900-gdf79404cd8, Yosys 0.63+post, stock flow scripts
make -C /OpenROAD-flow-scripts/flow DESIGN_CONFIG=/design/flow/config.mk WORK_HOME=/design/flow/orfs finish
==> flow/config.mk <==
export PLATFORM = sky130hd
export DESIGN_NAME = RANA
export DESIGN_NICKNAME = RANA
export VERILOG_FILES = /design/flow/design.v
export SDC_FILE = /design/flow/constraint.sdc
export NUM_CORES = 4
export LEC_CHECK = 1
export CORE_AREA = 10 10 109 109
export DIE_AREA = 0 0 119 119
==> flow/constraint.sdc <==
current_design RANA

set clk_period 2.4
set clk_io_pct 0.2

create_clock -name clk0 -period $clk_period [get_ports {RANA_CLOCK}]

set non_clock_inputs [all_inputs -no_clocks]
set_input_delay [expr $clk_period * $clk_io_pct] -clock clk0 $non_clock_inputs
set_output_delay [expr $clk_period * $clk_io_pct] -clock clk0 [all_outputs]
==> Slide: Implementation Results <==
Key Metrics from the Run

Run status
  • Status: completed

Power and ir drop
  • Net Sw Frac: 33.7%
  • Peak supply drop: 0.259 mV
  • Clock share of power: 17.0%
  • Sw power: 294 uW
  • Part of the power in registers: 17.2%
  • PwrDens: 352 nW/um2
  • Static Leak: 0.000925 uW
  • Int Pwr: 578 uW
  • Post-layout total power: 872 uW
  • Comb power frac: 65.7%

Floorplanning
  • Die x size: 119 um
  • Die Ht: 119 um
  • Total die area: 14200 um2
  • Init Core Util: 10.6%
  • Ports: 133
  • Core area: 9640 um2
  • Cell row count: 36

Logic synthesis
  • Yosys cell types: 33
  • Yosys chip area: 1020 um2
  • Synthesized cell area: 1020 um2
  • Synth warn: 1
  • Post-synth EDFFs: 0
  • Dominant synthesized flop cell: dfrtp_1
  • Main area contributors: o21bai_1, dfrtp_1, a21o_1, buf_4, nor2_1
  • # Cells Yosys: 145
  • Async SR Flop Fraction: 100%
  • Max-area cell share: 26.5%
  • Top cell type by instance count after synthesis: o21bai_1
  • Synthesized instance count: 145
  • Synthesized registers: 6
  • Post-synth top cells: o21bai_1, nor2_1, nand2_1
  • Mean post-synth cell area: 7.04 um2
  • Post-synth top area cell: o21bai_1
  • Seq/Total Area, Yosys: 14.7%

Global route
  • GRT Overall Usage: 8.52%
  • First-pass GRT wire length: 9540 um
  • Largest net degree at the start of global routing: 13
  • Gr ovfl total: 0
  • Vias in the first global route: 1609
  • Initial antenna violation count: 0

Setup path
  • CP top delay family: buffers and inverters
  • CP Max Fanout: 7
  • Critical path type: flip-flop to output pin
  • Worst path max stage delay: 0.48 ns
  • R2R Setup Slk: 0.96 ns
  • CP most frequent cell: buf_6
  • CP cell instances: buf_6 > nor3b_4 > buf_6 > a21o_1 > clkdlybuf4s50_1
  • Arrival time worst endpoint: 1.84 ns
  • Slowest-stage cell, CP: clkdlybuf4s50_1
  • Startpoint types: flip-flop
  • CP endpoint kind: output pin
  • Bufs and invs on worst path: 3
  • WP data required: 1.92 ns

Clocking
  • Clock sinks: 6
  • H-tree depth: 1
  • CTS buffer count: 3
  • Clk buf depth: 2
  • Late-Pin Clk Latency: 0.22 ns
  • Clock transition at path regs: 0.04 ns
  • Root Buffer: clkbuf_8
  • CTS tree: done

Final timing
  • Worst Tran Pin Value: 0.293 ns
  • Fin crit period: 2.32 ns
  • F_max: 431 MHz
  • Unrepaired setup endpoints after global routing: yes
  • Setup violators final: 0
  • Worst slew margin: 80.4%
  • Crit share post-route: 96.7%
  • Clock skew: 0.0000942 ns
  • Hold Vio Cnt, Final: 0
  • Final Slew Violations: 0
  • Setup ws final: 0.0781 ns

Cells and area
  • Share of cells above drive strength 1: 14.6%
  • Area Overhead vs Synth: 143%
  • Fin util: 25.7%
  • Non-filler cells in the finished layout: 401

Routing
  • Routed WL: 6450 um
  • ANT cells: 0
  • Remaining routing DRC violations: 0
  • DRT Pass-1 Iters: 4
  • Met3 routed WL: 704 um
  • Routed WL per cell: 16.1 um
  • Initial DRC Count: 65
  • Post-route ant nets: 0
  • Via-to-Cell Ratio: 3.86
  • Top sig layer: met4
  • Via count: 1548
  • Metal-1 WL: 3000 um
  • Routed wl met2: 2710 um

Placement
  • GP Congestion: 0.830
  • Port Buffer Count: 116
  • Place WS: 0.106 ns
  • Placed insts: 391
  • Hpwl dp: 5390 um

Job
  • Tool warning count: 26
  • Max-cap viol count: 0

Min path
  • Hold Path Class: primary input to async pin
-- logic make-up after synthesis --
kind of cell | count (synthesis) | share of synthesized area, %
AOI/OAI and AO/OA | 66 | 45.8
and+or+nand+nor | 53 | 27.5
buffers and inverters | 20 | 12.0
DFF | 6 | 14.7
-- through the flow --
stage | area, um2 | hold WS [ns] | TNS [ns]
floorplan | 1020 | 0.271 | 0
global placement | 2340 | 0.673 | 0
detailed placement | 2340 | 0.690 | 0
CTS | 2420 | 0.513 | 0
global route | 2480 | 0.536 | -0.00813
finish | 2480 | 0.496 | 0
-- repair_timing --
action / in CTS / in global routing
resized: 6 / 8
endpoints found under the setup margin: 31 / 36
pin swaps: 0 / 3
gates cloned: 0 / 0
hold buffers: 0 / 0
setup buffers: 2 / 5
-- layout make-up --
type,instances,area (um2)
clock buffers,3,41.3
multi-input cells,119,774
flip-flops and latches,6,156
inverters,3,11.3
repair buffers,137,1330
fillers,1046,7160
well taps,133,166
-- cells in the final DEF, fill, tap and decap left out, drive strengths merged, types with 5 or more instances in the layout --
| cell type | count |
|---|---|
| buf | 21 |
| nand2 | 11 |
| o21bai | 36 |
| o21ai | 5 |
| clkdlybuf4s50 | 116 |
| nor2 | 15 |
| a21oi | 8 |
| a21o | 10 |
| dfrtp | 6 |
-- per-layer routing --
metal  global-route usage (%)  vias to the layer above
li1                         -                      760
met3                     2.97                        2
met1                     11.9                      697
met5                        0                        -
met4                    0.611                        0
met2                     12.9                       89
-- registers in the layout, summed over array words and instances, names as in the netlist --
signal and count:
SC_STATEMACHINE_FROG_MOV_u0.St_Register 3, SC_STATEMACHINE_FROG_MOV_u1.St_Register 3
-- power by group through the flow --
stage / Sequential, uW / Clock [uW] / Combinational [uW]
after global routing: 154 / 159 / 627
after CTS: 147 / 151 / 560
final: 150 / 149 / 573
-- worst paths after layout --
path,startpoint,to,cells after the start
max,SC_STATEMACHINE_FROG_MOV_u0.St_Register[0],RANA_4_OUT[5],5
min,RANA_RESET,SC_STATEMACHINE_FROG_MOV_u0.St_Register[2],2
max reg2reg,SC_STATEMACHINE_FROG_MOV_u1.St_Register[0],SC_STATEMACHINE_FROG_MOV_u1.St_Register[1],5
min reg2reg,SC_STATEMACHINE_FROG_MOV_u1.St_Register[1],SC_STATEMACHINE_FROG_MOV_u1.St_Register[1],2
max in group asynchronous,RANA_RESET,SC_STATEMACHINE_FROG_MOV_u1.St_Register[0],2
min in group clk0,SC_STATEMACHINE_FROG_MOV_u1.St_Register[1],SC_STATEMACHINE_FROG_MOV_u1.St_Register[1],2
Power and IR drop assume default switching activity.
